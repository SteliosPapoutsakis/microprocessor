## flow/run.sh

```bash
#!/bin/bash
# OpenROAD 26Q1-2900-gdf79404cd8, Yosys 0.63+post, stock flow scripts
make -C /OpenROAD-flow-scripts/flow DESIGN_CONFIG=/design/flow/config.mk WORK_HOME=/design/flow/orfs finish
```

## flow/config.mk

```make
export PLATFORM = sky130hd
export DESIGN_NAME = Ram
export DESIGN_NICKNAME = Ram
export VERILOG_FILES = /design/flow/design.v
export SDC_FILE = /design/flow/constraint.sdc
export NUM_CORES = 4
export LEC_CHECK = 1
export CORE_UTILIZATION = 40
export SYNTH_MEMORY_MAX_BITS = 65536
```

## flow/constraint.sdc

```tcl
current_design Ram

set clk_period 218.6
set clk_io_pct 0.2

create_clock -name clk0 -period $clk_period [get_ports {clk}]

set non_clock_inputs [all_inputs -no_clocks]
set_input_delay [expr $clk_period * $clk_io_pct] -clock clk0 $non_clock_inputs
set_output_delay [expr $clk_period * $clk_io_pct] -clock clk0 [all_outputs]
```

## flow/design.v

```verilog
package common;
typedef enum {S_fetch,S_Decode,S_ExecuteArth,S_ExecuteLS,S_ExecuteBR,S_store} motherStates;
typedef enum {State1,State2,State3,State4,State5,State6,State7,State8,State9} States;
endpackage
`timescale 1ns / 1ns
module Ram(Data,Addr,rdEn,wrEn,clk);
parameter DWIDTH = 32;
parameter ADepth = 1000;
parameter Delay=40;
parameter AWIDTH = $clog2(ADepth);
input rdEn,wrEn,clk;
input [AWIDTH-1:0] Addr;
inout tri [DWIDTH-1:0] Data;
reg [DWIDTH-1:0] Meme [ADepth-1:0];
initial begin
  Meme[100] = 32'b01100010000000000000000000001000;
  Meme[101] = 32'b01111111000000000000000000000011;
   Meme[2] = 32'h000005;
   Meme[105] = 32'hFFFFF;
end
always @ (posedge clk) begin
if(rdEn)
 Meme[Addr] = Data;
end
assign  #(Delay) Data = (rdEn)? 32'bzz : Meme[Addr];
endmodule
```

==> out/results.tsv <==
stage	metric	value	unit
yosys	avgSynthCellArea	19.86	sq um
yosys	syn_inst	61190	
yosys	edf_count	32000	
place	port_buffers	11	
run_status	error_line	[error] [KeplerFormal.cpp:679] Workflow failed: Iso has multiple drivers: .Data10, place7555.X0	
yosys	yosysWarnings	2	
run_status	lastStage	4_1_cts	
clock_network	clock_path_buffers	6	
yosys	seq_area_frac_synth	0.7907	
clock_network	post_cts_buffers	0	
floorplanning	die_h	1745	microns
place	pre_cts_slack	119.77	ns
yosys	synth.distinct_cells	59	
yosys	async_flop_share	0	
yosys	ys_ff	32000	
place	gp_congestion	0.9098	
yosys	ys.flop_type	edfxtp_1	
floorplanning	rows	640	
clock_network	post_cts_resized	0	
floorplanning	initial_core_util	0.4007	
yosys	ys_cells	61190	
clock_network	cts_made_buffers	3181	
floorplanning	die-width	1745	microns
yosys	ys_chip_area	1215000	sq um
clock_network	root_buffer	clkbuf_16	
place	dp_hpwl	2242000	microns
place	dp.cells	101900	
floorplanning	io-pin-count	45	
clock_network	hold_buffers	0	
yosys	syn_area	1215000	sq um
run_status	status	aborted with a tool error	
clock_network	cts_num_sinks	32000	
place	placed_area	1291000	sq um
clock_network	cts_htree_levels	8	
## kinds of logic after synthesis
family,synth area share
compound gates,0.04012
buf+inv,0.01316
flops,0.7907
mux,0.1403
simple gates,0.01581
## Yosys cell counts (all sizes together), types with 106 or more instances
master,count,area share
or4,420,0.0026
edfxtp,32000,0.79
a22oi,701,0.0043
clkbuf,1703,0.0053
a311oi,171,0.0012
nor3,397,0.0016
nor2,1270,0.0039
nand2,508,0.0016
nor4,971,0.0050
o2111ai,139,0.0010
mux4,2278,0.042
o22ai,5567,0.029
mux2i,11790,0.097
o21ai,531,0.0022
buf,2012,0.0079
a21oi,106,0.00044
