==> flow/constraint.sdc <==
current_design reg_file

set clk_period 6.8
set clk_io_pct 0.2

create_clock -name clk0 -period $clk_period

set non_clock_inputs [all_inputs -no_clocks]
set_input_delay [expr $clk_period * $clk_io_pct] -clock clk0 $non_clock_inputs
set_output_delay [expr $clk_period * $clk_io_pct] -clock clk0 [all_outputs]
==> flow/run.sh <==
#!/bin/bash
# OpenROAD 26Q1-2900-gdf79404cd8, Yosys 0.63+post, stock flow scripts
make -C /OpenROAD-flow-scripts/flow DESIGN_CONFIG=/design/flow/config.mk WORK_HOME=/design/flow/orfs finish
==> flow/design.v <==
package common;
typedef enum {S_fetch,S_Decode,S_ExecuteArth,S_ExecuteLS,S_ExecuteBR,S_store} motherStates;
typedef enum {State1,State2,State3,State4,State5,State6,State7,State8,State9} States;
endpackage
module reg_file(out0,out1,data,select0,select1,wr);
parameter width  = 32;
parameter numRegs = 32;
parameter abits = 5;
input wr;
input [width-1:0] data;
input [abits-1:0] select0,select1;
reg [width-1:0] registers [numRegs-1:0];
output [width-1:0] out0,out1;
always @(wr or data)
begin
if(select0<width-5 && wr)
	registers[select0] = data;
end
assign out0 = registers[select0];
assign out1 = registers[select1];
initial begin
integer i;
for(i = 0; i<numRegs; i = i +1)  
registers[i] = 32'b0;
end
endmodule
==> flow/config.mk <==
export PLATFORM = sky130hd
export DESIGN_NAME = reg_file
export DESIGN_NICKNAME = reg_file
export VERILOG_FILES = /design/flow/design.v
export SDC_FILE = /design/flow/constraint.sdc
export NUM_CORES = 4
export LEC_CHECK = 1
export CORE_UTILIZATION = 50
==> README.md <==
| Stage | Parameter | Reported |
|:---|:---|:---|
| run status | Outcome | finished clean |
| final timing | Final period demand of the worst path | 6.683 ns |
| cts | Number of cells upsized or downsized after cts | 0 |
| floorplan | Vertical extent of the die | 241.0 um |
| cts | Setup repair bufs after CTS | 0 |
| routing | Vias post-DR | 33063 |
| routing | Sum of routed wire length over all layers | 178400 um |
| final timing | Worst slew margin relative to its limit | 21.32% |
| floorplan | Num ports | 107 |
| floorplan | Die Span X | 241.0 um |
| synth | Largest area contributor in the netlist | sky130_fd_sc_hd__dlxtn_1 |
| worst hold path | Worst hold path stage count | 4 |
| worst setup path | Startpoint type of the worst setup path | input port |
| synth | Number of standard cells reported by yosys | 3096 |
| synth | Synthesized instance count | 3096 |
| global routing | Vias in the first global route | 31179 |
| synth | Average size of a mapped cell | 9.224 um^2 |
| worst hold path | Start point of the worst hold path | select0[0] |
| synth | Most numerous cell types in the synthesized netlist | 1024 x sky130_fd_sc_hd__dlxtn_1, 768 x sky130_fd_sc_hd__a22oi_1, 244 x sky130_fd_sc_hd__nand2_1 |
| final timing | Worst Hold Slack | 3.977 ns |
| synth | Synth cell types | 65 |
| global routing | Pin count of the biggest net entering global routing | 33 |
| final timing | Count of final hold-check violations | 0 |
| power | Reported leakage power | 14.57 nW |
| final timing | Number of register pins that no clock reaches | 1024 |
| routing | Antenna-violating nets left | 0 |
| synth | Netlist area before placement | 28560 um^2 |
| routing | Initial DRT Pass Iterations | 11 |
| synth | Synthesis warning total | 2 |
| final timing | Cycle use final | 98.27% |
| worst hold path | Hold WC Path Type | in -> out |
| power | Max VDD drop | 34.54 uV |
| final timing | Unrepaired setup endpoints after global routing | false |
| final timing | Final setup viols | 0 |
| synth | Chip area line of the yosys report | 28560 um^2 |
| place | Half-perimeter wire length after detailed placement | 113700 um |
| global routing | Overall overflow remaining after global route | 0 |
| worst setup path | Element type at the critical path end | primary output |
| final timing | Max Clock Freq | 149.6 MHz |
| worst setup path | Worst Path Arrival | 5.32 ns |
| power | Switching component of the power | 789.6 uW |
| worst setup path | Worst endpoint required time | 5.44 ns |
| final layout | Share of the core filled with cells | 58.08% |
| final layout | Share of cells above drive strength 1 | 10.64% |
| synth | Number of register bits inferred by synthesis | 1024 |
| final layout | Layout fillers | 4919 |
| final layout | Layout Area Growth over Synthesis | 14.68% |
| worst hold path | Endpoint of the worst hold-timing path | out0[1] |
| final timing | Post-Route Setup TNS | 0 ns |
| power | Power Internal | 793.6 uW |
| cts | Hold_buf cts | 0 |
| final layout | Largest register FFs | 1024 |
| synth | Cell area leaders | sky130_fd_sc_hd__dlxtn_1 54%, sky130_fd_sc_hd__a22oi_1 20%, sky130_fd_sc_hd__nand2_1 3.2%, sky130_fd_sc_hd__buf_2 2.1%, sky130_fd_sc_hd__nand4_1 1.9% |
| place | Cell count after placement | 4139 |
| final timing | Count of final max-slew check failures | 0 |
| routing | Detail-routed net length per standard cell | 42.76 um |
| place | Count of buffers inserted at the top-level ports | 107 |
| power | Total power per unit cell area | 48.34 nW/um^2 |
| global routing | Initial antenna violation count | 17 |
| routing | Number of remaining DRC errors | 0 |
| floorplan | Placeable core region | 56390 um^2 |
| synth | Cell with the most instances after synthesis | sky130_fd_sc_hd__dlxtn_1 |
| final timing | Count of endpoints without a timing constraint | 1024 |
| synth | Number of flops mapped to enable cells by yosys | 0 |
| place | Placed cell areas | 32670 um^2 |
| synth | Area leader share | 53.92% |
| place | Final weighted congestion in routability-driven placement | 1.152 |
| power | Switching share of total power | 49.87% |
| global routing | Total global-route track usage | 63.70% |
| floorplan | # rows | 87 |
| global routing | Wire length of the first global-routing pass | 240800 um |
| final layout | Final std cells w/o fill | 4171 |
| floorplan | Floorplan die area | 58080 um^2 |
| worst setup path | Critical path class | in -> out |
| worst setup path | CP Max Fanout | 13 |
| synth | Async set or reset register ratio after synthesis | 0% |
| routing | First-iteration detailed-routing DRC count | 4968 |
| final timing | Transition time of the tightest slew-check pin | 1.171 ns |
| run | OpenROAD warning count | 32 |
| floorplan | Effective utilization at floorplan | 50.65% |
| routing | Via-per-instance ratio | 7.927 |
| final layout | Area of all placed cells without fillers | 32750 um^2 |
| synth | Predominant post-synthesis flop cell | sky130_fd_sc_hd__dlxtn_1 |
| run | Max_cap viols | 0 |
metrics by stage:
stage	setup WS (ns)	power, mW
finish	0.1175	1.583
global route	0.2027	1.618
CTS	0.4279	1.503
detailed placement	0.4307	1.495
global placement	0.4214	1.498
floorplan	2.508	0.9032
cell usage in the layout, fill, tap and decap left out, types with 8 or more instances in the layout:
| cell | netlist | routed |
|---|---|---|
| sky130_fd_sc_hd__o32a_1 | 22 | 22 |
| sky130_fd_sc_hd__nand2b_1 | 10 | 10 |
| sky130_fd_sc_hd__nor2_1 | 136 | 86 |
| sky130_fd_sc_hd__buf_4 | 28 | 229 |
| sky130_fd_sc_hd__a222oi_1 | 20 | 20 |
| sky130_fd_sc_hd__a22o_1 | 51 | 51 |
| sky130_fd_sc_hd__nand2_2 | 1 | 26 |
| sky130_fd_sc_hd__nand2_1 | 244 | 219 |
| sky130_fd_sc_hd__nand3_1 | 41 | 41 |
| sky130_fd_sc_hd__nor4_1 | 33 | 33 |
| sky130_fd_sc_hd__nand3b_1 | 10 | 10 |
| sky130_fd_sc_hd__nor3_1 | 58 | 57 |
| sky130_fd_sc_hd__nor2b_1 | 14 | 14 |
| sky130_fd_sc_hd__mux2i_1 | 32 | 32 |
| sky130_fd_sc_hd__buf_12 | 0 | 22 |
| sky130_fd_sc_hd__nand4_1 | 87 | 87 |
| sky130_fd_sc_hd__a32oi_1 | 17 | 17 |
| sky130_fd_sc_hd__clkdlybuf4s50_1 | 0 | 103 |
| sky130_fd_sc_hd__a2111oi_0 | 11 | 11 |
| sky130_fd_sc_hd__and3_1 | 15 | 15 |
| sky130_fd_sc_hd__conb_1 | 1 | 160 |
| sky130_fd_sc_hd__a22oi_1 | 768 | 768 |
| sky130_fd_sc_hd__and4_1 | 8 | 8 |
| sky130_fd_sc_hd__and2_1 | 10 | 10 |
| sky130_fd_sc_hd__a21oi_1 | 74 | 74 |
| sky130_fd_sc_hd__o21ai_0 | 19 | 19 |
| sky130_fd_sc_hd__nor2_4 | 1 | 54 |
| sky130_fd_sc_hd__dlxtn_1 | 1024 | 1024 |
| sky130_fd_sc_hd__a221oi_1 | 38 | 38 |
| sky130_fd_sc_hd__diode_2 | 0 | 32 |
| sky130_fd_sc_hd__a31oi_1 | 22 | 22 |
metal layers:
metal | share of wire [%] | global-route usage [%]
met4 | 11 | 46.07
met1 | 32 | 71.63
met2 | 36 | 77.16
met5 | 0.30 | 11.87
met3 | 21 | 52.90
cells by family (layout without fill, tap and decap cells):
group	after synthesis	count (layout)	share of synthesized area (%)
compound gates	1086	1086	28.63
simple gates	714	714	12.20
buf+inv	233	361	3.969
other cells	1	192	0.01313
latches	1024	1024	53.92
mux	38	38	1.358
critical path, stage by stage:
cell	delay [ns]
sky130_fd_sc_hd__clkdlybuf4s50_1	0.90
sky130_fd_sc_hd__nand2b_1	0.58
sky130_fd_sc_hd__nor2_4	0.80
sky130_fd_sc_hd__buf_4	0.49
sky130_fd_sc_hd__a22oi_1	0.16
sky130_fd_sc_hd__nand2_1	0.09
sky130_fd_sc_hd__nor3_1	0.05
sky130_fd_sc_hd__a21oi_1	0.32
sky130_fd_sc_hd__clkdlybuf4s50_1	0.55
worst max path at each step:
| stage | to | start | cells after the start | slack [ns] |
|---|---|---|---|---|
| after CTS | out1[22] | select1[3] | 9 | 0.43 |
| final | out1[24] | select1[3] | 9 | 0.12 |
| after global routing | out1[25] | select1[3] | 9 | 0.20 |
area by class of cell:
| class | instances | area (um^2) | share of cell area (%) |
|---|---|---|---|
| Antenna cell | 32 | 80.08 | 0.2445 |
| Timing Repair Buffer | 358 | 3211 | 9.803 |
| Multi-Input combinational cell | 1998 | 13130 | 40.09 |
| Sequential cell | 1024 | 15370 | 46.94 |
| Tap cell | 756 | 945.9 | 2.888 |
| Inverter | 3 | 11.26 | 0.03438 |
Power is estimated from default activity; no workload was simulated.
